--- flow/run.sh ---
#!/bin/bash
# OpenROAD 26Q1-2900-gdf79404cd8, Yosys 0.63+post, stock flow scripts
make -C /OpenROAD-flow-scripts/flow DESIGN_CONFIG=/design/flow/config.mk WORK_HOME=/design/flow/orfs finish
--- flow/config.mk ---
export PLATFORM = sky130hd
export DESIGN_NAME = SRAM
export DESIGN_NICKNAME = SRAM
export VERILOG_FILES = /design/flow/design.v
export SDC_FILE = /design/flow/constraint.sdc
export NUM_CORES = 4
export LEC_CHECK = 1
export CORE_UTILIZATION = 30
export SYNTH_MEMORY_MAX_BITS = 65536
--- flow/constraint.sdc ---
current_design SRAM

set clk_period 462.9
set clk_io_pct 0.2

create_clock -name clk0 -period $clk_period [get_ports {clk}]

set non_clock_inputs [all_inputs -no_clocks]
set_input_delay [expr $clk_period * $clk_io_pct] -clock clk0 $non_clock_inputs
set_output_delay [expr $clk_period * $clk_io_pct] -clock clk0 [all_outputs]
--- flow/design.v ---
`timescale 1ns/1ns
module SRAM (
    clk,
    rst,
    sram_we_en,
    sram_addr,
    sram_dq
);
    input clk, rst, sram_we_en;
    input[17-1:0] sram_addr;
    inout[2*32-1:0] sram_dq;
    reg [32-1:0] memory[0:512-1];
    assign #30 sram_dq[31:0] = sram_we_en ? memory[{sram_addr[17-1:1], 1'b0}]: 32'bz;
    assign #30 sram_dq[63:32] = sram_we_en ? memory[{sram_addr[17-1:1], 1'b1}]: 32'bz;
    always @(posedge clk) begin
        if (~sram_we_en) begin
            memory[sram_addr] <= sram_dq[32-1:0];
        end
    end
endmodule
==> impl_metrics.csv <==
group,metric,value,unit
cts,root_buffer,"clkbuf_16",
place,dp_hpwl,1070,mm
floorplanning,die_y,1.45,mm
logic_synthesis,yosys_cells,29800,
logic_synthesis,avgSynthCellArea,21.1,sq um
cts,cts-resized-gates,0,
cts,clock_path_buffers,6,
cts,cts_setup_buffers,0,
cts,cts_max_level,7,
floorplanning,fp_util,0.301,
floorplanning,num_io_pins,84,
logic_synthesis,syn_area,0.629,sq mm
place,io_buffers,10,
place,dpl.cell_count,57400,
logic_synthesis,postSynthCellCount,29800,
cts,clock_sinks,16400,
logic_synthesis,synthArstFlopShare,0,
outcome,failing_step,"clock tree synthesis",
cts,cts_inserted_buffers,1704,
floorplanning,std_cell_rows,531,
logic_synthesis,ys_seq_frac,0.782,
floorplanning,die_w,1.45,mm
cts,cts_hold_buf,0,
logic_synthesis,ys_types,53,
outcome,status,"did not finish",
logic_synthesis,yosysChipArea,0.629,sq mm
logic_synthesis,edf_count,16400,
outcome,error,"[error] [KeplerFormal.cpp:679] Workflow failed: Iso has multiple drivers: .sram_dq0, place3004.X0",
logic_synthesis,yosys_warnings,3,
logic_synthesis,ys.flops,16400,
place,place_congestion,0.866,
logic_synthesis,synthFlopType,"edfxtp_1",
metrics by stage:
| stage | area [sq um] | hold WS (ns) | setup slack, ns | utilization | power [mW] |
|---|---|---|---|---|---|
| detailed placement | 674000 | 1.33 | 269.11 | 0.322 | 1.95 |
| global placement | 674000 | 1.30 | 269.18 | 0.322 | 1.94 |
| floorplan | 629000 | 7.25 | 255.77 | - | 1.84 |
cells by family after synthesis:
| logic type | after synthesis | synth area share |
|---|---|---|
| buf+inv | 1854 | 0.0130 |
| simple gates | 2570 | 0.0188 |
| mux | 5459 | 0.147 |
| compound gates | 3506 | 0.0397 |
| flops | 16400 | 0.782 |
Yosys cell counts (62+ instances only):
cell	n	area, sq um
clkbuf_1	840	3150
o21ai_0	260	1300
nor2_1	533	2000
nor2b_1	134	838
a32oi_1	122	1070
nand2_1	819	3070
nand4_1	206	1290
a22o_1	68	596
buf_2	748	3740
buf_1	199	747
o22a_1	62	543
a21oi_1	530	2650
a221oi_1	129	1130
mux4_2	3010	67800
edfxtp_1	16400	492000
a22oi_1	1177	8840
mux2i_1	2432	24300
o31ai_1	66	495
a211oi_1	269	2020
o2111ai_1	78	683
nand3_1	742	3710
o31a_1	113	990
o211ai_1	238	1790
a31oi_1	168	1050
o22ai_1	79	494
No activity file was given, so power comes from the tool's default toggle rates.
