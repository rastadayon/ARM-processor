**flow/config.mk**
```make
export PLATFORM = sky130hd
export DESIGN_NAME = Instruction_Memory
export DESIGN_NICKNAME = Instruction_Memory
export VERILOG_FILES = /design/flow/design.v
export SDC_FILE = /design/flow/constraint.sdc
export NUM_CORES = 4
export LEC_CHECK = 1
export CORE_UTILIZATION = 40
```
**flow/constraint.sdc**
```tcl
current_design Instruction_Memory

set clk_period 3.1
set clk_io_pct 0.2

create_clock -name clk0 -period $clk_period

set non_clock_inputs [all_inputs -no_clocks]
set_input_delay [expr $clk_period * $clk_io_pct] -clock clk0 $non_clock_inputs
set_output_delay [expr $clk_period * $clk_io_pct] -clock clk0 [all_outputs]
```
**flow/design.v**
```verilog
`timescale 1ns/1ns
module Instruction_Memory (	
	address,
	out
);
parameter word_len = 8,  mem_size = 256, inst_len = 32;
input [inst_len-1:0]address;
output [inst_len-1:0]out;
reg [word_len-1:0]memory[mem_size-1:0];
parameter NOP = 32'b11100000000000000000000000000000;
integer i;
initial begin 
    {memory[0], memory[1], memory[2], memory[3]} = 32'b1110_00_1_1101_0_0000_0000_000000010100;  
	{memory[4], memory[5], memory[6], memory[7]} = 32'b1110_00_1_1101_0_0000_0001_101000000001;  
	{memory[8], memory[9], memory[10], memory[11]} = 32'b1110_00_1_1101_0_0000_0010_000100000011;  
	{memory[12], memory[13], memory[14], memory[15]} = 32'b1110_00_0_0100_1_0010_0011_000000000010;  
	{memory[16], memory[17], memory[18], memory[19]} = 32'b1110_00_0_0101_0_0000_0100_000000000000;  
	{memory[20], memory[21], memory[22], memory[23]} = 32'b1110_00_0_0010_0_0100_0101_000100000100;  
	{memory[24], memory[25], memory[26], memory[27]} = 32'b1110_00_0_0110_0_0000_0110_000010100000;  
	{memory[28], memory[29], memory[30], memory[31]} = 32'b1110_00_0_1100_0_0101_0111_000101000010;  
	{memory[32], memory[33], memory[34], memory[35]} = 32'b1110_00_0_0000_0_0111_1000_000000000011;  
	{memory[36], memory[37], memory[38], memory[39]} = 32'b1110_00_0_1111_0_0000_1001_000000000110;  
	{memory[40], memory[41], memory[42], memory[43]} = 32'b1110_00_0_0001_0_0100_1010_000000000101;  
	{memory[44], memory[45], memory[46], memory[47]} = 32'b1110_00_0_1010_1_1000_0000_000000000110;  
	{memory[48], memory[49], memory[50], memory[51]} = 32'b0001_00_0_0100_0_0001_0001_000000000001;  
	{memory[52], memory[53], memory[54], memory[55]} = 32'b1110_00_0_1000_1_1001_0000_000000001000;  
	{memory[56], memory[57], memory[58], memory[59]} = 32'b0000_00_0_0100_0_0010_0010_000000000010;  
	{memory[60], memory[61], memory[62], memory[63]} = 32'b1110_00_1_1101_0_0000_0000_101100000001;  
	{memory[64], memory[65], memory[66], memory[67]} = 32'b1110_01_0_0100_0_0000_0001_000000000000;  
	{memory[68], memory[69], memory[70], memory[71]} = 32'b1110_01_0_0100_1_0000_1011_000000000000;  
end
assign out = {memory[address], memory[address+1], memory[address+2], memory[address+3]};
endmodule
```
**flow/run.sh**
```bash
#!/bin/bash
# OpenROAD 26Q1-2900-gdf79404cd8, Yosys 0.63+post, stock flow scripts
make -C /OpenROAD-flow-scripts/flow DESIGN_CONFIG=/design/flow/config.mk WORK_HOME=/design/flow/orfs finish
```
==> flow_metrics.py <==
# Flow results
metrics = {
    "critical_path": {
        "cp_cell_sequence": "buf_8 -> clkinvlp_4 -> buf_12 -> buf_12 -> ha_4 -> buf_12 -> nand2_1 -> o211ai_1 -> o21ai_0 -> a311oi_1 -> a211oi_1 -> a21oi_1 -> clkdlybuf4s50_1",
        "cp_max_fo": 5,
        "cpPeakStageDelay_ps": 470,
        "crit_buf_inv": 6,
        "start_kind": "input pin",
        "cp_slowest_cell": "clkdlybuf4s50_1",
        "cp_top_family": "buffers and inverters",
        "crit_top_cell": "buf_12",
        "crit_type": "in2out",
        "crit_required_ps": 2480,
        "arrival_ps": 2760,
        "end_kind": "output port",
    },
    "final_timing": {
        "fmax_ghz": 0.2962,
        "fin_setup_tns_ps": -1698,
        "hold_ws_ps": 1795,
        "rsz0062_at_grt": "yes",
        "worstMarginPinSlew_ps": 482.8,
        "finalSetupViolations": 15,
        "period_needed_ps": 3376,
        "final-hold-violation-count": 0,
        "timing.slew.headroom": 0.6698,
        "finalCritPeriodShare": 1.089,
        "slew_viol_final": 0,
        "fin_ws_ps": -275.8,
    },
    "synthesis": {
        "yosysCellCount": 563,
        "yosysTopAreaCellShare": 0.07516,
        "topCellsByArea": "o21ai_0, ha_1, nand2_1",
        "ys_types": 72,
        "ys_warn_count": 1,
        "syn_avg_cell_area_um2": 6.387,
        "yosys.area.top_type": "o21ai_0",
        "ys_seq_frac": 0,
        "synth_chip_area_um2": 3596,
        "syn_inst": 563,
        "syn_area_um2": 3596,
    },
    "finish": {
        "lay_top_count": "buf_4",
        "synthToLayoutAreaGrowth_pct": 113.7,
        "nClkBuffers": 0,
        "seqCellArea_um2": 0,
        "drive_above_1_share": 0.5884,
        "mostFrequentLayoutCells": "buf_4, buf_6, nand2_1",
        "flops": 0,
    },
    "detailed_routing": {
        "drc": 0,
        "wl_um": 22170,
        "routed_via_density": 6.692,
        "dr.first_iter.drc_count": 608,
        "wl_per_cell_um": 23.19,
        "vias": 6398,
        "antenna_left": 0,
        "antenna_cells": 0,
        "firstDrtPassIters": 6,
    },
    "global_routing": {
        "grt_overflow": 0,
        "antenna_found_initial": 0,
        "grt_pass1_wl_um": 28740,
        "grt_pass1_vias": 5472,
        "grt_max_degree": 21,
        "gr-usage-all-layers": 0.3744,
    },
    "die": {
        "die_h_um": 96.82,
        "fp_util": 0.4123,
        "dieArea_um2": 9373,
        "rows": 34,
        "core_um2": 8721,
        "io_pins": 64,
        "chipWidth_um": 96.82,
    },
    "status": {
        "violations": "negative setup slack",
        "status": "complete, but fails checks",
    },
    "cts": {
        "cts_hold_buffers": 0,
    },
    "power": {
        "power.leakage_nw": 3.281,
        "powerDensity_nw_per_um2": 211.3,
        "ir_drop_v": 0.0001641,
    },
    "run": {
        "drv_cap": 0,
        "log.warning_count": 70,
    },
    "placed_design": {
        "dpl.hpwl_um": 11040,
        "numPortBuffers": 39,
        "globalplace.congestion": 0.9660,
    },
    "worst_hold_path": {
        "hold_class": "in2out",
    },
}
-- synthesized netlist by cell type, drive strengths merged (2+ instances only) --
cell type  instances
nand2             59
o21ai             59
nor2              51
a21oi             45
buf               42
nand3             26
clkbuf            25
nor3              20
a211oi            19
ha                19
xnor2             19
o211ai            16
a31oi             13
mux2i             12
inv                9
nand2b             9
o31ai              9
a2111oi            7
a311oi             7
nand4              7
nor2b              7
xor2               7
a21o               6
a221oi             6
nor4               6
o2111ai            5
a41oi              4
a22oi              3
clkinv             3
o21a               3
o21bai             3
o221ai             3
o22ai              3
o311ai             3
or3                3
a21boi             2
a221o              2
a311o              2
and3               2
mux2               2
mux4               2
-- report_power, final --
part	leakage, nW	internal (W)	total, W	switching (W)
logic	3.28	0.000816	0.00162	0.000807
registers	0	0	0	0
clock network	0	0	0	0
total	3.28	0.000816	0.00162	0.000807
-- path summary, 6_finish.rpt --
kind  startpoint  endpoint  slack, ps  depth (start not counted)
max   address[0]   out[29]       -280                         13
min   address[1]   out[31]       1790                          6
-- metal layers --
| layer | GRT usage | vias to the layer above | wire [µm] |
|---|---|---|---|
| met1 | 0.5432 | 2972 | 9089 |
| met4 | 0.1022 | 0 | 1113 |
| met2 | 0.5731 | 590 | 9004 |
| met5 | 0 | - | 0 |
| met3 | 0.06765 | 121 | 2966 |
| li1 | - | 2715 | - |
-- timing repair --
item,4_1_cts,5_1_grt
pin swaps,85,87
gates resized,271,151
buffers inserted,70,46
endpoints found under the setup margin,32,30
cloned,2,1
-- final cells by class --
type,count,area (µm²)
Timing Repair Buffer,352,3158
Fill cell,311,1037
Inverter,12,92.59
Tap cell,108,135.1
Multi-Input combinational cell,484,4298
-- logic make-up (layout without fill, tap and decap cells) --
| logic type | after synthesis | count (layout) | share of synthesized area |
|---|---|---|---|
| compound gates | 228 | 228 | 0.4228 |
| xor+xnor | 26 | 26 | 0.08942 |
| fa+ha+maj | 19 | 19 | 0.06611 |
| buf+inv | 79 | 364 | 0.1096 |
| mux | 16 | 16 | 0.05219 |
| simple gates | 195 | 195 | 0.2599 |
-- through the flow --
step                area, µm²  cells  power [W]  setup slack, ps  utilization
floorplan                3617    563  0.0005282            3.224            -
global placement         5356    843   0.001000            -1022       0.6142
detailed placement       5356    843   0.001005           -988.4       0.6142
CTS                      6807    914   0.001301           -159.2       0.7805
global route             7684    956   0.001685           -315.6       0.8811
finish                   7684    956   0.001623           -275.8       0.8811
Power and IR drop assume default switching activity.
