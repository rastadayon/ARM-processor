==> /design/flow/run.sh <==
#!/bin/bash
# OpenROAD 26Q1-2900-gdf79404cd8, Yosys 0.63+post, stock flow scripts
make -C /OpenROAD-flow-scripts/flow DESIGN_CONFIG=/design/flow/config.mk WORK_HOME=/design/flow/orfs finish
==> /design/flow/config.mk <==
export PLATFORM = sky130hd
export DESIGN_NAME = Memory
export DESIGN_NICKNAME = Memory
export VERILOG_FILES = /design/flow/design.v
export SDC_FILE = /design/flow/constraint.sdc
export NUM_CORES = 4
export LEC_CHECK = 1
export CORE_UTILIZATION = 50
==> /design/flow/design.v <==
`timescale 1ns/1ns
module Memory (
    clk, rst,
    alu_res,
    val_r_m,
    mem_w_en,
    mem_r_en,
    mem_out
);
    input clk, rst, mem_w_en, mem_r_en;
    input [32 - 1 : 0] alu_res;
    input [32 - 1 : 0] val_r_m;
    output [32 - 1 : 0] mem_out;
    reg[32 - 1 : 0] data [1054 - 1 : 0];
    wire [32 - 1 : 0] aligned_address = {alu_res[32 - 1 : 2], 2'b00} - 32'd1024;
    assign mem_out = mem_r_en ? data[aligned_address] : 32'd0;
    integer i;
	always @(posedge clk, posedge rst) begin
		if (rst) begin
			for (i = 0; i < 1054 ; i = i + 1) begin
                data [i] <= i;
            end
		end
		else if (mem_w_en) begin
			data[aligned_address] <= val_r_m;
		end
	end
endmodule
==> /design/flow/constraint.sdc <==
current_design Memory

set clk_period 28.7
set clk_io_pct 0.2

create_clock -name clk0 -period $clk_period [get_ports {clk}]

set non_clock_inputs [all_inputs -no_clocks]
set_input_delay [expr $clk_period * $clk_io_pct] -clock clk0 $non_clock_inputs
set_output_delay [expr $clk_period * $clk_io_pct] -clock clk0 [all_outputs]
==> flow_metrics.env <==
# yosys + openroad results
export IMPL_grt_max_degree=138
export IMPL_cts_setup_buffers=0
export IMPL_fp_dieW_um=866
export IMPL_floorplanUtilization=0.502
export IMPL_yosys_stat_seqShare=0.569
export IMPL_top_area_cell="dfrtp_1"
export IMPL_syn_area_um2=374000
export IMPL_ys_cells=27500
export IMPL_place_gp_congestion=1.30
export IMPL_place_area_um2=403000
export IMPL_die_y_um=866
export IMPL_clockRootBuffer="clkbuf_16"
export IMPL_yosys_area_um2=374000
export IMPL_numSynthFlops=8448
export IMPL_rows=317
export IMPL_ios=100
export IMPL_syn_inst=27500
export IMPL_error="[ERROR GRT-0116] Global routing finished with congestion. Check the congestion regions in the DRC Viewer."
export IMPL_tritoncts_num_buffers=886
export IMPL_syn_area_per_cell_um2=13.6
export IMPL_synth_distinct_cells=93
export IMPL_edf_count=0
export IMPL_cts_buffer_depth=4
export IMPL_grt_pass1_wl_mm=4590
export IMPL_area_leaders="dfrtp_1 50%, mux2_2 25%, dfstp_2 7.3%, a22oi_1 5.5%, clkbuf_1 1.4%"
export IMPL_cts_htree_levels=6
export IMPL_numPortBuffers=76
export IMPL_synthArstFlopShare=1.00
export IMPL_yosysWarnings=2
export IMPL_hpwlAfterDp_mm=2320
export IMPL_ff_type="dfrtp_1"
export IMPL_status="stopped before the end"
export IMPL_grt_ovfl_total=12900
export IMPL_postCtsHoldBufs=0
export IMPL_stop_stage="global routing (5_1_grt)"
export IMPL_clock_sinks=8448
export IMPL_dp_cells=37500
export IMPL_cts_resized=0
export IMPL_yosysTopAreaCellShare=0.496
export IMPL_first_global_vias=395000
export IMPL_grt_use_total=0.972
[metal layers]
metal  GRT overflow  global-route usage
met5            313               0.907
met4           2888               0.949
met3           2564               0.957
met2           4675                1.00
met1           2459               0.971
[cells by family after synthesis]
logic type	count (synthesis)	share of synthesized area
buffers and inverters	2896	0.0322
flip-flops	8448	0.569
multiplexers	8637	0.260
AND-OR/OR-AND	4615	0.0952
AND/OR/NAND/NOR	2880	0.0434
[cells in the mapped netlist (236+ instances only)]
library cell  count
dfrtp_1        7404
buf_1           779
clkbuf_1       1375
nor3_1          380
nand2_1         717
a22o_1          506
dfstp_2        1044
mux2_2         8399
buf_2           669
nor4_1          236
nand3_1         254
a22oi_1        2754
nand4_1         590
[per-stage QoR]
step	setup slack (ps)	hold slack, ps
2_1_floorplan	-94150	460
3_3_place_gp	7910	473
3_5_place_dp	8880	482
4_1_cts	8900	494
